<file path="./config.mk">
export PLATFORM = sky130hd
export DESIGN_NAME = mux_3_1
export DESIGN_NICKNAME = mux_3_1
export VERILOG_FILES = /design/flow/design.v
export SDC_FILE = /design/flow/constraint.sdc
export NUM_CORES = 4
export LEC_CHECK = 1
export CORE_AREA = 10 10 86 86
export DIE_AREA = 0 0 96 96
</file>
<file path="./constraint.sdc">
current_design mux_3_1

set clk_period 3.4
set clk_io_pct 0.2

create_clock -name clk0 -period $clk_period

set non_clock_inputs [all_inputs -no_clocks]
set_input_delay [expr $clk_period * $clk_io_pct] -clock clk0 $non_clock_inputs
set_output_delay [expr $clk_period * $clk_io_pct] -clock clk0 [all_outputs]
</file>
<file path="./design.v">
`timescale 1ns / 1ps
module mux_3_1 (
    input      [31:0] a,
    input      [31:0] b,
    input      [31:0] c,
    input      [1:0]  s,
    output     [31:0] d
);
    assign d = (s == 2'b00) ? a : 
               (s == 2'b01) ? b : 
               (s == 2'b10) ? c : 
               32'h00000000;
endmodule
</file>
<file path="./run.sh">
#!/bin/bash
# OpenROAD 26Q1-2900-gdf79404cd8, Yosys 0.63+post, stock flow scripts
make -C /OpenROAD-flow-scripts/flow DESIGN_CONFIG=/design/flow/config.mk WORK_HOME=/design/flow/orfs finish
</file>
==> run summary <==
run metrics: PortBufs 130, crit path max fanout 20, DP HPWL 3.961 mm, DR iter-0 viols 30, crit path launch type input pin, total I/O pin count 130, # rows 27, OpenROAD warning count 32, Seq cells 0, first-pass GRT wire length 6.720 mm, Setup Viol. Count Final 0, Layout fillers 572, Worst Max-Slew Pin Slew 0.5931 ns, via count 1,109, Post-Route WL 4.593 mm, DRC Markers 0, max cap viols 0, unrepaired setup endpoints after global routing no, most frequent cells in the layout 129 x clkdlybuf4s50_1, 32 x mux2i_1, 22 x o2bb2ai_1, GRT Total Usage 9.150%, Core Region 0.005540 mm2, Commonest Layout Cell clkdlybuf4s50_1, Reg area 0 um2, post-CTS setup buffer count 0, Crit path required time 2.72 ns, vias in the first global route 1,176, # clk buffers 0, total power 253.4 uW, hold path start c[31], Netlist Area Pre-Place 787.0 um2, final cell count without fillers 273, Post-Syn Instances 77, largest net degree at the start of global routing 33, Die ar. 0.009216 mm2, fin area 0.002108 mm2, status finished, final reports clean, GRT Residual Overflow 0, final hold violation count 0, period utilization 84.94%, Placed Cells 273, initial antenna violation count 0, fmax 346.3 MHz, Cell Type Count 8, PwrDens 120.2 mW/mm2, setup TNS 0 ns, yosys stat cell total 77, Resize count post-CTS 0, sequential area share after synthesis 0%, area post-placement 0.002108 mm2, Starting Density 14.21%, Lkg Pwr 0.0007995 uW, Slew Limit Fails 0, wire per inst 16.82 um, syn_area_per_cell 10.22 um2, share of post-route cells with drive strength above 1 8.955%, Via density 4.062, WP data arrival 2.21 ns, drt pass-1 iters 3, Die Wd 96 um, maximum vdd drop 42.32 uV, DIE HEIGHT 96 um, WS Path Type input pin to output pin, RD Place Congestion 0.7685, Yosys chip area 787.0 um2, Routed Antenna Nets 0, worst hold-check path type input pin to output pin, worst rel slew slack 60.46%, Syn. warnings 0, Area Overhead vs Synth 167.9%, Critical Path Sink Type output pin, CP startpoint s[0], min cycle time layout 2.888 ns, Hold-fix buffers, CTS 0, # diodes 0
## area by class of cell
cell class                      count  area (um2)  area share, %
Tap cell                           72       90.09          4.273
Multi-Input combinational cell     65       676.9          32.11
Timing Repair Buffer              136        1341          63.62
## synthesized netlist by cell type, drive strengths merged
library cell | n | area share [%]
buf | 10 | 13
mux2i | 32 | 41
clkbuf | 2 | 0.95
o2bb2ai | 32 | 44
nor2b | 1 | 1.7
## worst max-delay path: stages
cell and delay [ns]:
buf_2 0.47, buf_4 0.31, mux2i_1 0.10, o2bb2ai_1 0.16, clkdlybuf4s50_1 0.49
## path summary, 6_finish.rpt
| path | depth (start not counted) | slack, ns | endpoint |
|---|---|---|---|
| setup / recovery | 5 | 0.51 | d[18] |
| hold / removal | 3 | 2.28 | d[31] |
## routing by layer
metal,global-route usage [%],wire length [um],share of wire (%),vias up
met2,15.36,2056,45,73
met5,0,0,0,-
li1,-,-,-,567
met4,0,0,0,0
met3,4.796,707,15,0
met1,10.81,1830,40,469
## per-stage QoR
step	setup slack (ns)	hold WS [ns]	utilization, %
floorplan	1.443	1.423	-
global placement	0.4635	2.285	38.05
detailed placement	0.4536	2.282	38.05
CTS	0.4480	2.286	38.05
global route	0.3595	2.303	38.05
finish	0.5122	2.279	38.05
## report_power, final
part	internal (uW)	switching, uW	total, uW	leakage, uW
Sequential	0	0	0	0
Combinational	188	65.3	253	0.000800
Clock	0	0	0	0
## cells by family after synthesis
family                 share of synthesized area, %
AOI/OAI and AO/OA                             43.56
buffers and inverters                         13.99
muxes                                         40.70
and+or+nand+nor                               1.748
No activity file was given, so power comes from the tool's default toggle rates.
