File: ./config.mk
export PLATFORM = sky130hd
export DESIGN_NAME = fetch_cycle
export DESIGN_NICKNAME = fetch_cycle
export VERILOG_FILES = /design/flow/design.v
export SDC_FILE = /design/flow/constraint.sdc
export NUM_CORES = 4
export LEC_CHECK = 1
export CORE_UTILIZATION = 50
export SYNTH_HDL_FRONTEND = slang
export SYNTH_MEMORY_MAX_BITS = 65536
File: ./constraint.sdc
current_design fetch_cycle

set clk_period 8.7
set clk_io_pct 0.2

create_clock -name clk0 -period $clk_period [get_ports {clk}]

set non_clock_inputs [all_inputs -no_clocks]
set_input_delay [expr $clk_period * $clk_io_pct] -clock clk0 $non_clock_inputs
set_output_delay [expr $clk_period * $clk_io_pct] -clock clk0 [all_outputs]
File: ./design.v
module fetch_cycle  #(parameter MEM_FILE = "test_fetch_mem.hex")(
    input  wire        clk,         
    input  wire        rst,         
    input  wire        pcsrc_e,     
    input  wire [31:0] pctarget_e,  
    output wire [31:0] instr_d,     
    output wire [31:0] pc_d,        
    output wire [31:0] pcplus4_d    
);
    reg  [31:0] pcf;         
    wire [31:0] pc_f;         
    wire [31:0] instr_f;      
    wire [31:0] pcplus4_f;    
    reg [31:0] instr_reg;     
    reg [31:0] pc_reg;        
    reg [31:0] pcplus4_reg;   
    mux pc_mux (
        .a       (pcplus4_f),
        .b       (pctarget_e),
        .s       (pcsrc_e),
        .c       (pc_f)
    );
    pc_module program_counter (
        .clk     (clk),
        .rst     (rst),
        .pc_next (pcf),
        .pc      (pc_f)
    );
    instruction_memory #(.MEM_FILE(MEM_FILE)) imem (
        .rst     (rst),
        .a       (pc_f),
        .rd      (instr_f)
    );
    pc_adder pc_adder (
        .a       (pcf),
        .b       (32'h00000004),
        .c       (pcplus4_f)
    );
    always @(posedge clk) begin
        if (rst) begin
            instr_reg   <= 32'h0;
            pc_reg      <= 32'h0;
            pcplus4_reg <= 32'h0;
            pcf         <= 32'h0;
        end
        else begin
            instr_reg   <= instr_f;
            pc_reg      <= pcf;
            pcf         <= pcplus4_f;
            pcplus4_reg <= pcplus4_f;
        end
    end
    assign instr_d   = (rst) ? 32'h0 : instr_reg;
    assign pc_d      = (rst) ? 32'h0 : pc_reg;
    assign pcplus4_d = (rst) ? 32'h0 : pcplus4_reg;
endmodule
module instruction_memory #(
  parameter MEM_FILE = "memfile.hex"
)(
    input        rst,
    input [31:0] a,
    output [31:0] rd
);
    reg [31:0] mem [0:1023];
    assign rd = (rst) ? 32'h0 : mem[a[31:2]];
    initial begin
        $readmemh(MEM_FILE, mem);
    end
endmodule
`timescale 1ns / 1ps
module mux (
    input      [31:0] a,
    input      [31:0] b,
    input             s,
    output     [31:0] c
);
assign c = (~s) ? a : b ;
endmodule
`timescale 1ns / 1ps
module pc_adder(
  input  [31 : 0] a,
  input  [31 : 0] b,
  output [31 : 0] c
);
  assign c= a +b;
endmodule
module pc_module (
    input  wire        clk,       
    input  wire        rst,       
    input  wire [31:0] pc_next,   
    output reg  [31:0] pc         
);
    always @(posedge clk) begin
        if (rst)  pc <= 32'h0;    
        else      pc <= pc_next;  
    end
endmodule
File: ./run.sh
#!/bin/bash
# OpenROAD 26Q1-2900-gdf79404cd8, Yosys 0.63+post, stock flow scripts
make -C /OpenROAD-flow-scripts/flow DESIGN_CONFIG=/design/flow/config.mk WORK_HOME=/design/flow/orfs finish
==> run_results.csv <==
group,metric,value,unit
run_status,status,"stopped before the end",
run_status,stop_stage,"1_2_yosys",
run_status,firstError,"ERROR: Found 5 problems in 'check -assert'.",
logic_synthesis,synth_top_area_share,0.283,
logic_synthesis,flop_cell,"dfxtp_1",
logic_synthesis,ys_cells,324,
logic_synthesis,top_cell,"nor2_1",
logic_synthesis,area_leaders,"dfxtp_1 28%, buf_4 11%, nor2b_1 8.6%, nor2_1 6.2%, mux2_2 5.0%",
logic_synthesis,ys_area,2480,sq um
logic_synthesis,yosys.cell_types.count,35,
logic_synthesis,ys_seq_elements,35,
logic_synthesis,ys_seq_frac,0.283,
logic_synthesis,edf_count,0,
logic_synthesis,yosysWarnings,0,
logic_synthesis,common_cells,"41 x nor2_1, 36 x buf_4, 35 x dfxtp_1, 34 x nor2b_1, 18 x clkbuf_1",
logic_synthesis,synthArstFlopShare,0,
logic_synthesis,top_area_cell,"dfxtp_1",
[cell families after synthesis]
| kind of cell | after synthesis | share of synthesized area |
|---|---|---|
| xor+xnor | 13 | 0.0460 |
| flops | 35 | 0.283 |
| simple gates | 148 | 0.317 |
| fa+ha+maj | 1 | 0.00505 |
| compound gates | 50 | 0.144 |
| buf+inv | 65 | 0.154 |
| other cells | 1 | 0.00151 |
| mux | 11 | 0.0500 |
