--- flow/constraint.sdc ---
current_design mux4

set clk_period 1.0
set clk_io_pct 0.2

create_clock -name clk0 -period $clk_period

set non_clock_inputs [all_inputs -no_clocks]
set_input_delay [expr $clk_period * $clk_io_pct] -clock clk0 $non_clock_inputs
set_output_delay [expr $clk_period * $clk_io_pct] -clock clk0 [all_outputs]
--- flow/run.sh ---
#!/bin/bash
# OpenROAD 26Q1-2900-gdf79404cd8, Yosys 0.63+post, stock flow scripts
make -C /OpenROAD-flow-scripts/flow DESIGN_CONFIG=/design/flow/config.mk WORK_HOME=/design/flow/orfs finish
--- flow/design.v ---
module mux4(
  input      [31:0] d0,
  input      [31:0] d1,
  input      [31:0] d2,
  input      [31:0] d3,
  input      [1:0]  s,
  output reg [31:0] y
);
  always @(*) begin
    case (s)
      2'b00: y = d0;
      2'b01: y = d1;
      2'b10: y = d2;
      2'b11: y = d3;
    endcase
  end
endmodule
--- flow/config.mk ---
export PLATFORM = sky130hd
export DESIGN_NAME = mux4
export DESIGN_NICKNAME = mux4
export VERILOG_FILES = /design/flow/design.v
export SDC_FILE = /design/flow/constraint.sdc
export NUM_CORES = 4
export LEC_CHECK = 1
export CORE_AREA = 10 10 84 84
export DIE_AREA = 0 0 94 94
==> reports/results.txt <==
# Cells Yosys -> 39
most common cell after layout, fill and taps aside -> dlygate4sd2_1
sw power -> 230 µW
initial antenna violation count -> 3
storage element area -> 0 µm²
Avg Inst Size Synth -> 20.9 µm²
Routed WL -> 6510 µm
crit path max fanout -> 6
WL per Instance -> 23.7 µm
FMAX -> 758 MHz
layout cell share with drive strength beyond 1 -> 0.366
period utilization -> 1.32
area delta synth->final -> 188%
chip area -> 8840 µm²
Post-CTS Setup Inserts -> 0
Setup CP Type -> input port to output pin
Cell Rows -> 26
fp_density -> 0.156
Hold WS -> 882 ps
TritonRoute pass-1 iters -> 4
PnR worst setup slack -> -319 ps
CP endpoint kind -> output pin
post-route cell area -> 2350 µm²
sequential power share -> 0
Worst EP required -> 800 ps
IO Pins -> 162
Vias -> 1182
Tmin final -> 1320 ps
static leakage -> 0.00112 µW
Netlist cell types -> 5
First DRT Iteration DRCs -> 11
Worst setup SP type -> input port
dpl cell area -> 2480 µm²
Buffers on Ports -> 162
RSZ-0062 raised after global routing -> true
vias per std cell -> 4.30
maxcap violations -> 0
cell internal pwr -> 635 µW
Slew headroom -> 0.894
flop count -> 0
failing checks -> negative setup slack
PwrDens -> 369 nW/µm²
Placer Congestion -> 0.910
clkbuf count -> 0
Hold/Removal Path Class -> input port to output pin
clock power share -> 0
Top cells excl fill/tap -> dlygate4sd2_1, mux4_2, buf_2
Final Hold Vio Count -> 0
Comb area -> 721 µm²
switching portion of total power -> 0.265
CP Data Arrival Time -> 1120 ps
core area -> 5200 µm²
Post-Synthesis Cells -> 39
vias in the first global route -> 1466
die height -> 94 µm
combinational power share -> 1.000
Yosys Chip Area -> 815 µm²
Post-Syn Area -> 815 µm²
largest net degree at the start of global routing -> 17
maximum VDD drop -> 0.203 mV
Final ANT Viol Nets -> 0
Die X -> 94 µm
CTS Hold Bufs -> 0
Total GRT Usage -> 0.142
sequential share of the synthesized area -> 0
worst slew pin tran -> 160 ps
dpl hpwl -> 5670 µm
final setup fails -> 32
DRC viols -> 0
fill count -> 534
OpenROAD warning count -> 35
grt ovf -> 0
status -> finished, violations left
first-pass GRT wire length -> 9250 µm
Yosys warnings -> 1
Pins Over Slew Limit -> 0
==> timing repair <==
| action | 4_1_cts | 5_1_grt |
|---|---|---|
| gates cloned | 5 | 0 |
| hold endpoints to repair | 0 | 0 |
| resized | 257 | 0 |
| setup endpoints to repair | 32 | 32 |
==> power groups by stage <==
stage,Sequential (µW),Combinational (µW),Clock [µW]
final,0,865,0.000401
after global routing,0,935,0.000401
after CTS,0,887,0
==> cell families (layout without fill, tap and decap cells) <==
family	count (synthesis)	after routing	synth area share
buf+inv	7	170	0.106
other cells	0	3	0
mux	32	32	0.894
==> synthesized netlist by cell type <==
master | instances | area, µm²
buf_12 | 3 | 60.1
buf_6 | 1 | 11.3
buf_2 | 3 | 15.0
mux4_2 | 30 | 676
mux4_1 | 2 | 52.6
==> critical path: stages <==
cell and delay [ps]:
buf_16 130, buf_12 130, mux4_2 510, buf_2 140
==> per-layer routing <==
| metal | global-route usage | wire length, µm | share of wire | vias to the layer above |
|---|---|---|---|---|
| met5 | 0 | 0 | 0 | - |
| met4 | 0.00759 | 51 | 0.0078 | 0 |
| met1 | 0.152 | 2120 | 0.33 | 568 |
| li1 | - | - | - | 542 |
| met3 | 0.0565 | 636 | 0.098 | 2 |
| met2 | 0.268 | 3710 | 0.57 | 70 |
==> area by class of cell <==
type                       instances  share of cell area
timing repair buffer             170               0.652
tap                               70              0.0373
antenna                            3             0.00320
multi-input combinational         32               0.307
==> final timing paths <==
path               start    end  slack (ps)  cells after the start
setup / recovery    s[0]   y[3]        -320                      4
hold / removal    d0[31]  y[31]         880                      3
==> through the flow <==
step / cells / worst slack [ps] / utilization / setup TNS, ps / total power, µW
final: 275 / -319 / 0.451 / -9190 / 865
after global routing: 275 / -342 / 0.451 / -10220 / 935
after CTS: 272 / -326 / 0.449 / -9570 / 887
after detailed placement: 267 / -924 / 0.476 / -28500 / 1090
after global placement: 267 / -928 / 0.476 / -28670 / 1080
after floorplan: 39 / -91.6 / - / -2750 / 287
Power figures rest on the tool's default switching activity, not on a simulated workload.
